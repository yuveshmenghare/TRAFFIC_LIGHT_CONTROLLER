### ./run.sh
#!/bin/bash
# OpenROAD 26Q1-2900-gdf79404cd8, Yosys 0.63+post, stock flow scripts
make -C /OpenROAD-flow-scripts/flow DESIGN_CONFIG=/design/flow/config.mk WORK_HOME=/design/flow/orfs finish
### ./config.mk
export PLATFORM = sky130hd
export DESIGN_NAME = traffic_light_controller
export DESIGN_NICKNAME = traffic_light_controller
export VERILOG_FILES = /design/flow/design.v
export SDC_FILE = /design/flow/constraint.sdc
export NUM_CORES = 4
export LEC_CHECK = 1
export CORE_AREA = 10 10 70 70
export DIE_AREA = 0 0 80 80
### ./constraint.sdc
current_design traffic_light_controller

set clk_period 2.3
set clk_io_pct 0.2

create_clock -name clk0 -period $clk_period [get_ports {clk}]

set non_clock_inputs [all_inputs -no_clocks]
set_input_delay [expr $clk_period * $clk_io_pct] -clock clk0 $non_clock_inputs
set_output_delay [expr $clk_period * $clk_io_pct] -clock clk0 [all_outputs]
### ./design.v
module traffic_light_controller(
    input clk,           
    input rst,           
    output reg [2:0] north_light, west_light, south_light, east_light
);
parameter NorthGreen  = 3'b000, NorthYellow = 3'b001,
          WestGreen   = 3'b010, WestYellow  = 3'b011,
          SouthGreen  = 3'b100, SouthYellow = 3'b101,
          EastGreen   = 3'b110, EastYellow  = 3'b111;
reg [2:0] state;
reg [3:0] count;
localparam GREEN = 3'b001,
           YELLOW = 3'b010,
           RED = 3'b100;
always @(posedge clk or posedge rst) begin
    if (rst) begin
        state = NorthGreen;  
        count = 0;           
    end 
    else begin
        case (state)
            NorthGreen: begin
                if (count == 15) begin
                    state = NorthYellow;  
                    count = 0;
                end 
                else count = count + 1;
            end
            NorthYellow: begin
                if (count == 3) begin
                    state = WestGreen;  
                    count = 0;
                end 
                else count <= count + 1;
            end
            WestGreen: begin
                if (count == 15) begin
                    state = WestYellow;
                    count = 0;
                end 
                else count = count + 1;
            end
            WestYellow: begin
                if (count == 3) begin
                    state = SouthGreen;
                    count = 0;
                end 
                else count = count + 1;
            end
            SouthGreen: begin
                if (count == 15) begin
                    state = SouthYellow;
                    count = 0;
                end 
                else count = count + 1;
            end
            SouthYellow: begin
                if (count == 3) begin
                    state = EastGreen;
                    count = 0;
                end 
                else count = count + 1;
            end
            EastGreen: begin
                if (count == 15) begin
                    state = EastYellow;
                    count = 0;
                end 
                else count = count + 1;
            end
            EastYellow: begin
                if (count == 3) begin
                    state = NorthGreen;  
                    count = 0;
                end 
                else count = count + 1;
            end
        endcase
    end
end
always @(state)
begin
    case (state)
        NorthGreen: begin
            north_light = GREEN;
            south_light = RED;
            east_light  = RED;
            west_light  = RED;
        end
        NorthYellow: begin
            north_light = YELLOW;
            south_light = RED;
            east_light  = RED;
            west_light  = RED;
        end
        WestGreen: begin
            north_light = RED;
            south_light = RED;
            east_light  = RED;
            west_light  = GREEN;
        end
        WestYellow: begin
            north_light = RED;
            south_light = RED;
            east_light  = RED;
            west_light  = YELLOW;
        end
        SouthGreen: begin
            north_light = RED;
            south_light = GREEN;
            east_light  = RED;
            west_light  = RED;
        end
        SouthYellow: begin
            north_light = RED;
            south_light = YELLOW;
            east_light  = RED;
            west_light  = RED;
        end
        EastGreen: begin
            north_light = RED;
            south_light = RED;
            east_light  = GREEN;
            west_light  = RED;
        end
        EastYellow: begin
            north_light = RED;
            south_light = RED;
            east_light  = YELLOW;
            west_light  = RED;
        end
        default: begin
            north_light = RED;
            south_light = RED;
            east_light  = RED;
            west_light  = RED;
        end
    endcase
end
endmodule
==> job_summary.md <==
### Yosys + OpenROAD results

| Metric | Value |
|---|---|
| Outcome | `finished clean` |
| Most instantiated logic cells after routing | `13 x clkdlybuf4s50_1, 10 x nor2_1, 7 x dfrtp_1` |
| Yosys cell count | `43` |
| Num CTS Buffers | `3` |
| WL per Instance | `7.50 um` |
| TritonCTS Sinks | `7` |
| Top logic cell by instance count in the layout | `clkdlybuf4s50_1` |
| WL met3 | `212 um` |
| Simple-Gate Area Share | `30.6%` |
| Placement Rows | `21` |
| # setup viols final | `0` |
| CTS max path bufs | `2` |
| DR vias | `336` |
| Yosys warns | `1` |
| Metal2 WL | `247 um` |
| Setup_tns | `0 ps` |
| Cycle use final | `85.0%` |
| Area Overhead vs Synth | `52.8%` |
| Synth area leader | `dfrtp_1` |
| Fmax | `512 MHz` |
| Grt ovf | `0` |
| Pin count of the biggest net entering global routing | `12` |
| Worst EP arrival | `1490 ps` |
| Max-Cap Viols | `0` |
| Slew @ Worst Pin | `292 ps` |
| Final min period | `1950 ps` |
| Vias in the first global route | `279` |
| WHS | `447 ps` |
| Core ar. | `3420 um^2` |
| Clock latency (worst-skew pair) | `240 ps` |
| Required time of the critical path | `1840 ps` |
| Met1 WL | `315 um` |
| HP Class | `input port to async pin` |
| Post-synthesis cell count | `43` |
| Detail Route Antenna Nets | `0` |
| Post-synth mux share | `2.61%` |
| Placer Congestion | `0.722` |
| Reg-to-Reg End | `state[1]$_DFFE_PP0P_` |
| Worst reg-to-reg path cell count | `4` |
| Die width | `80 um` |
| Port buffer count | `13` |
| Total leakage power | `0.239 nW` |
| Dominant kind of combinational cell | `simple AND/OR/NAND/NOR gates` |
| FF-to-FF Start | `count[0]$_DFF_PP0_` |
| Register area share after synthesis | `45.6%` |
| Type of origin of the critical path | `register` |
| Crit. End Element | `output port` |
| Final Skew | `0.149 ps` |
| Adder Area Share | `3.26%` |
| Register area | `175 um^2` |
| ANT cells | `0` |
| Unique masters post-synth | `19` |
| IO Count | `14` |
| Fillcell total | `388` |
| VDD IR max | `0.000205 V` |
| Starting DRC count in detailed routing | `8` |
| XOR Share, Synth | `4.56%` |
| Setup bufs post-CTS | `0` |
| Die span in y | `80 um` |
| Area leader share | `45.6%` |
| DRC violation count after routing | `0` |
| Comb. cell area | `190 um^2` |
| Fp util | `11.2%` |
| CTS tree | `yes` |
| Reg-to-reg slack, setup | `1170 ps` |
| Synth area leaders | `dfrtp_1 46%, nand2b_1 9.8%, nor2_1 9.8%, a21oi_1 3.9%, ha_1 3.3%` |
| Power density over the cells | `399 nW/um^2` |
| Final wirelength | `788 um` |
| Relative slew slack | `80.5%` |
| RSZ-0062 raised after global routing | `false` |
| YS chip area | `384 um^2` |
| Max-slew violations | `0` |
| GRT Total Usage | `2.26%` |
| First-pass GRT wire length | `1190 um` |
| Crit Path Class | `register to output port` |
| Final tally of hold violations | `0` |
| Die ar. | `6400 um^2` |
| Area of the mapped netlist | `384 um^2` |
| Complex Gates by Area | `8.47%` |
| Clock Root Buffer | `clkbuf_4` |
| Layout cell share with drive strength beyond 1 | `5.08%` |
| Max H-tree Level | `1` |
| # hold bufs at CTS | `0` |
| CP endpoint | `north_light[0]` |
| Reg clk slew, reported paths | `50 ps` |
| Log Warnings | `25` |
| Vias per inst | `3.20` |
| Final HPWL DP | `666 um` |
| Worst setup startpoint | `state[1]$_DFFE_PP0P_` |
| Post_cts resized | `0` |
| Crit-path max FO | `6` |
| Initial antenna violation count | `0` |
| 1st-pass router iterations | `4` |
| Top Metal Used | `met4` |
| Flops after synth | `7` |
| Syn_area_per_cell | `8.93 um^2` |
## routing by layer
metal / up-vias / track usage [%]
li1: 172 / -
met1: 144 / 2.77
met2: 18 / 2.57
met3: 2 / 2.50
met4: 0 / 0.352
met5: - / 0
## sequential cells by signal (all words and copies together) (netlist names)
register	cells
count	4
state	3
## where the power goes
part	switching [mW]	internal (mW)	total, mW
combinational	0.00247	0.00159	0.00406
clock	0.0409	0.0659	0.107
sequential	0	0.123	0.123
## logic make-up (layout without fill, tap and decap cells)
| kind of cell | count (synthesis) | in the layout |
|---|---|---|
| mux | 1 | 1 |
| compound gates | 6 | 6 |
| buf+inv | 3 | 19 |
| simple gates | 23 | 23 |
| xor+xnor | 2 | 2 |
| flops | 7 | 7 |
| fa+ha+maj | 1 | 1 |
## synthesized netlist by cell type, drive strengths merged
library cell,n
nand2,2
nor2,10
nand4b,1
inv,2
or2,1
dfrtp,7
nand3,1
buf,1
a21oi,3
and2b,1
xnor2,1
xor2,1
nand3b,1
o21ai,2
ha,1
nand2b,6
mux2i,1
a21boi,1
## worst max-delay path, cell delays in order, from the launching register on
cell,delay (ps)
dfrtp_1,430
or2_1,260
nor2_1,100
clkdlybuf4s50_1,470
## metrics by stage
stage               total power [mW]  util [%]  worst slack (ps)  instance area (um^2)  std cells
floorplan                      0.127         -              1160                   384         43
global placement               0.130      16.4               623                   561        101
detailed placement             0.130      16.4               600                   561        101
CTS                            0.239      17.2               332                   587        105
global route                   0.249      17.2               246                   587        105
finish                         0.234      17.2               346                   587        105
## layout make-up
type                    count  share of cell area (%)
clock buffers               4                    4.48
inverters                   2                    1.28
multi-input cells          33                    32.4
flip-flops and latches      7                    29.9
well taps                  46                    9.81
repair buffers             13                    22.2
## worst min path at each step
stage,cells past startpoint,slack [ps],startpoint,end
global route,2,470,rst,count[1]$_DFF_PP0_
finish,2,450,rst,count[1]$_DFF_PP0_
CTS,2,450,rst,count[1]$_DFF_PP0_
Power and IR drop assume default switching activity.
